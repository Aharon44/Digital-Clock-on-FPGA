`flow/config.mk`:
```
export PLATFORM = sky130hd
export DESIGN_NAME = digital_clock
export DESIGN_NICKNAME = digital_clock
export VERILOG_FILES = /design/flow/design.v
export SDC_FILE = /design/flow/constraint.sdc
export NUM_CORES = 4
export LEC_CHECK = 1
export CORE_UTILIZATION = 30
```
`flow/constraint.sdc`:
```
current_design digital_clock

set clk_period 19.6
set clk_io_pct 0.2

create_clock -name clk0 -period $clk_period [get_ports {clk}]

set non_clock_inputs [all_inputs -no_clocks]
set_input_delay [expr $clk_period * $clk_io_pct] -clock clk0 $non_clock_inputs
set_output_delay [expr $clk_period * $clk_io_pct] -clock clk0 [all_outputs]
```
`flow/design.v`:
```
`timescale 1ns / 1ps
module binarytoBCD(
    input [11:0] binary,
    output reg [3:0] thos,
    output reg [3:0] huns,
    output reg [3:0] tens,
    output reg [3:0] ones
    );
    reg [11:0] bcd_data = 0, bcd_data2, bcd_data3;
    always @(binary)  
    begin
    bcd_data <= binary;  
    thos <= bcd_data/1000;  
    bcd_data2 <= bcd_data%1000;  
    huns <= bcd_data2/100;  
    bcd_data3 <= bcd_data2%100;  
    tens <= bcd_data3/10;  
    ones <= bcd_data3%10;  
    end
endmodule
`timescale 1ns / 1ps
module digital_clock(  
    input clk,
    input en,
    input rst,
    input hrup,
    input minup,
    output [3:0] s1,
    output [3:0] s2,
    output [3:0] m1,
    output [3:0] m2,
    output [3:0] h1,
    output [3:0] h2
    );
   reg [11:0] hour, min, sec;  
   reg [27:0] clkc;
   always @(posedge clk)
   begin 
   if (rst == 1'b1)
   begin
   {hour,min,sec} <= 0;
   clkc <= 0;
   end
   else if (minup == 1'b1)  
   if (min == 6'd59)
   min <=0;
   else 
   min <=min+1'd1;
   else if (hrup == 1'b1)
   if (hour ==23)
   hour <= 0;
   else
   hour <= hour +1;
   else if (en == 1'b1)
   if (clkc == 100_000_000)
   begin
   clkc <=0;
   if (sec == 6'd59)
   begin
   sec<=0;
   if(min== 6'd59)
   begin 
   min<=0;
   if (hour == 6'd23)
   hour<=0;
   else
   hour<= hour +1'd1;
   end
   else
   min <= min + 1'd1;
   end
   else
   sec<= sec+1'd1;
   end
   else
   clkc<=clkc + 1;
   end
   binarytoBCD secs(.binary(sec), .thos(), .huns(), .tens(s2), .ones(s1));
   binarytoBCD mins(.binary(min), .thos(), .huns(), .tens(m2), .ones(m1));
   binarytoBCD hours(.binary(hour), .thos(), .huns(), .tens(h2), .ones(h1));
endmodule
```
`flow/run.sh`:
```
#!/bin/bash
# OpenROAD 26Q1-2900-gdf79404cd8, Yosys 0.63+post, stock flow scripts
make -C /OpenROAD-flow-scripts/flow DESIGN_CONFIG=/design/flow/config.mk WORK_HOME=/design/flow/orfs finish
```
==> results.py <==
# Generated from Yosys and OpenROAD reports
metrics = {
    "timing": {
        "setup_viol": 0,
        "clock_skew_ps": 10.9,
        "min_period_over_period": 0.742,
        "fmax_ghz": 0.0688,
        "final.setup.tns_ps": 0,
        "maxSlewViolCount": 0,
        "rsz0062_at_grt": "false",
        "finalCriticalPeriod_ps": 14540,
        "hold_ws_ps": 498,
        "tightest_slew_ps": 802,
        "hold_violations": 0,
        "slew_headroom": 0.462,
    },
    "clocking": {
        "clkTransAtPathRegs_ps": 60,
        "cts-buffers-inserted": 9,
        "htreeDepth": 3,
        "cts_hold_buf": 0,
        "cts-root-to-sink-buffers": 2,
        "clock_latency_ps": 330,
        "cts_root_buf": "clkbuf_16",
        "cts_tree": "built",
        "clkSinkCount": 64,
        "cts.repair.resized": 0,
        "postCtsSetupBuffers": 0,
    },
    "floorplan": {
        "rows": 65,
        "io_pins": 29,
        "coreArea_sq_um": 31600,
        "die_x_um": 181,
        "fp_util": 0.305,
        "dieArea_sq_um": 32800,
        "fp.dieH_um": 181,
    },
    "global_routing": {
        "grt_pass1_wl_um": 42200,
        "antenna_found_initial": 0,
        "track_usage": 0.149,
        "grt_overflow_total": 0,
        "grt_max_degree": 29,
        "grt_pass1_vias": 8932,
    },
    "yosys": {
        "top_cells_by_area": "dfxtp_1, nor2_1, xnor2_1, nand2_1, o21ai_0",
        "top_area_cell": "dfxtp_1",
        "yosysCellCount": 1389,
        "avgSynthCellArea_sq_um": 6.94,
        "top_area_frac": 0.133,
        "syn-cell-area_sq_um": 9640,
        "ys.warnings.count": 2,
        "edf_count": 0,
        "ys_seq_frac": 0.133,
        "synthArstFlopShare": 0,
        "yosys.cell_types.count": 112,
        "synthFlopType": "dfxtp_1",
        "ys_area_sq_um": 9640,
        "postSynthCellCount": 1389,
        "ys_seq_elements": 64,
    },
    "drt": {
        "antenna_left": 0,
        "routed_wirelength_um": 24400,
        "num_vias": 10100,
        "drc": 0,
        "via_per_inst": 5.65,
        "n_antenna_cell": 0,
        "drtIter0Drc": 606,
        "drt_pass1_iterations": 5,
        "wl_per_cell_um": 13.7,
    },
    "final_layout": {
        "synthToLayoutAreaGrowth_pct": 9.08,
        "drive_gt1_frac": 0.0769,
        "postLayoutCellArea_sq_um": 10500,
    },
    "placed_design": {
        "globalplace.congestion": 0.918,
        "placed_area_sq_um": 10200,
        "io_buffers": 28,
        "hpwl_um": 18800,
    },
    "run": {
        "cap_violations": 0,
        "warning_count": 33,
    },
    "power_and_ir_drop": {
        "ir_drop_mv": 0.0362,
        "leakagePower_nw": 3.83,
        "power_density_nw_per_um2": 30.2,
    },
    "worst_setup_path": {
        "crit_path_max_fanout": 18,
        "cp-start-kind": "register",
        "cpMostUsedCell": "nor2_1",
        "arrival_ps": 10620,
        "crit_start": "sec[6]",
        "regToRegEndpoint": "min[11]",
        "worstSetupEndpoint": "s1[3]",
        "crit_path_end_kind": "output port",
        "required_ps": 15680,
        "reg2reg_from": "clkc[2]",
        "crit_type": "reg -> out",
        "reg2regPathDepth": 14,
        "critPathSlowestCell": "dfxtp_1",
        "critPathMaxStageDelay_ps": 700,
        "r2r_setup_slack_ps": 15860,
    },
    "hold_path": {
        "hold_path_class": "reg -> reg",
        "holdPathStages": 2,
    },
    "run_status": {
        "status": "finished clean",
    },
}
[sequential cells by signal, summed over array words and instances (netlist names)]
name / count
clkc: 28
hour: 12
min: 12
sec: 12
[cells by family (layout without fill, tap and decap cells)]
kind of cell,count (synthesis),count (layout),synth area share
DFF,64,64,0.133
muxes,19,19,0.0204
AOI/OAI and AO/OA,483,483,0.363
and+or+nand+nor,572,572,0.298
xor gates and xnor gates,112,112,0.103
adders and majority gates,26,26,0.0327
buffers and inverters,113,103,0.0503
[worst min path at each step]
stage         slack [ps]       end      from
CTS                  490  clkc[17]  clkc[17]
global route         550  clkc[17]  clkc[17]
finish               500  clkc[17]  clkc[17]
[worst max-delay path: cells and delay by family (launching register included)]
family / cells / cell delay, ps
XOR/XNOR: 2 / 760
buffers and inverters: 3 / 690
multiplexers: 2 / 630
flip-flops: 1 / 700
adder cells (fa/ha/maj): 3 / 890
AND/OR/NAND/NOR: 9 / 2100
AND-OR/OR-AND: 18 / 4490
[synth_stat cells (12+ instances only)]
library cell,instances
nand2_1,127
or2_2,17
o21a_1,19
and3_1,26
ha_1,22
mux2i_1,14
a211oi_1,19
o21ai_1,28
buf_2,18
xor2_1,45
a31oi_1,22
a21o_1,23
inv_1,49
clkbuf_1,31
nand3_1,42
o31ai_1,19
o211ai_1,17
nor4_1,12
or3_1,24
nand2b_1,19
nand4_1,22
nor3_1,47
dfxtp_1,64
nor2_1,162
a21oi_1,79
o21ai_0,82
xnor2_1,66
a211o_1,12
and2_1,23
[metrics by stage]
step           setup slack (ps)  instances  total power, W   util
2_1_floorplan              7230       1389        0.000142      -
3_3_place_gp               5750       1765        0.000146  0.323
3_5_place_dp               5540       1765        0.000146  0.323
4_1_cts                    5170       1781        0.000321  0.333
5_1_grt                    4020       1781        0.000328  0.333
6_report                   5060       1781        0.000317  0.333
[cell type report]
class | instances | area, sq um
clock buffers | 9 | 225
clock inverters | 7 | 103
well taps | 402 | 503
inverters | 52 | 195
flip-flops and latches | 64 | 1280
repair buffers | 35 | 333
fillers | 3314 | 21000
multi-input cells | 1212 | 7870
[routing by layer]
layer | GRT usage | wire (um)
met1 | 0.226 | 12400
met2 | 0.234 | 10800
met3 | 0.0125 | 1000
met4 | 0.0227 | 245
met5 | 0 | 0
[where the power goes]
group,switching (W),total [W],internal (W)
sequential,0.00000148,0.000132,0.000131
combinational,0.00000631,0.0000111,0.00000483
clock,0.0000612,0.000174,0.000113
total,0.0000690,0.000317,0.000248
[placed cells by master (no fill, tap or decap), types with 22 or more instances in the layout]
| cell | n |
|---|---|
| a21o_1 | 23 |
| a21oi_1 | 79 |
| a31oi_1 | 22 |
| and2_1 | 23 |
| and3_1 | 26 |
| clkdlybuf4s50_1 | 28 |
| dfxtp_1 | 64 |
| ha_1 | 22 |
| inv_1 | 49 |
| nand2_1 | 127 |
| nand3_1 | 42 |
| nand4_1 | 22 |
| nor2_1 | 162 |
| nor3_1 | 47 |
| o21ai_0 | 82 |
| o21ai_1 | 28 |
| or3_1 | 24 |
| xnor2_1 | 66 |
| xor2_1 | 45 |
Power figures rest on the tool's default switching activity, not on a simulated workload.
